## flow/design.v

```verilog
`timescale 1ns / 1ps
module MyInstROM_CPU(Addr, INST
    );
	input [31:0] Addr;		 
	output [31:0] INST;		 
	reg [31:0] InstROM [255:0];		 
   assign INST = InstROM[Addr[9:2]];
	parameter [5:0] OP_R_type = 6'b000000;
	parameter [5:0] OP_ori = 6'b001101;
	parameter [5:0] OP_addiu = 6'b001001;
	parameter [5:0] OP_lw = 6'b100011;
	parameter [5:0] OP_sw = 6'b101011;
	parameter [5:0] OP_beq = 6'b000100;
	parameter [5:0] OP_jump = 6'b000010;
	parameter [4:0] shamt = 5'b00000;
	parameter [5:0] FUNC_add = 6'b100000;
	parameter [5:0] FUNC_sub = 6'b100010;
	parameter [5:0] FUNC_subu = 6'b100011;
	parameter [5:0] FUNC_slt = 6'b101010;
	parameter [5:0] FUNC_sltu = 6'b101011;
	integer i;
	initial 
	  begin
	    for(i = 0; i < 256; i = i + 1)
		  InstROM[i] = 32'h00000000;
        InstROM[1] = {OP_addiu, 5'b00000, 5'b00001, 16'h0005};
        InstROM[2] = {OP_lw, 5'b00000, 5'b00010, 16'h0000};
        InstROM[3] = {OP_addiu, 5'b00000, 5'b00011, 16'h000A};
        InstROM[4] = {OP_sw, 5'b00000, 5'b00001, 16'h0004};
        InstROM[5] = {OP_beq, 5'b00010, 5'b00011, 16'h0004};
        InstROM[6] = {OP_lw, 5'b00000, 5'b00100, 16'h0004};
        InstROM[7] = {OP_addiu, 5'b00100, 5'b00101, 16'h0001};
        InstROM[8] = {OP_sw, 5'b00000, 5'b00101, 16'h0008};
        InstROM[9] = {OP_jump, 26'h000000C};
	  end
endmodule
```

## flow/run.sh

```bash
#!/bin/bash
# OpenROAD 26Q1-2900-gdf79404cd8, Yosys 0.63+post, stock flow scripts
make -C /OpenROAD-flow-scripts/flow DESIGN_CONFIG=/design/flow/config.mk WORK_HOME=/design/flow/orfs finish
```

## flow/config.mk

```make
export PLATFORM = sky130hd
export DESIGN_NAME = MyInstROM_CPU
export DESIGN_NICKNAME = MyInstROM_CPU
export VERILOG_FILES = /design/flow/design.v
export SDC_FILE = /design/flow/constraint.sdc
export NUM_CORES = 4
export LEC_CHECK = 1
export CORE_AREA = 10 10 70 70
export DIE_AREA = 0 0 80 80
export SYNTH_MEMORY_MAX_BITS = 65536
```

## flow/constraint.sdc

```tcl
current_design MyInstROM_CPU

set clk_period 2.2
set clk_io_pct 0.2

create_clock -name clk0 -period $clk_period

set non_clock_inputs [all_inputs -no_clocks]
set_input_delay [expr $clk_period * $clk_io_pct] -clock clk0 $non_clock_inputs
set_output_delay [expr $clk_period * $clk_io_pct] -clock clk0 [all_outputs]
```

==> deck_impl_summary.md <==
Key Metrics from the Run

Status
  – Status: finished clean

Final layout
  – Clkbuf count: 0
  – Share of cells above drive strength 1: 46.08%
  – Design area: 883.3 sq um
  – Fin cells: 148
  – Flop count: 0
  – Logic area: 511.7 sq um
  – Total area of sequential cells: 0 sq um
  – Fillers: 383
  – Area growth, synth to finish: 69.30%

Placed design
  – Worst Setup Slack post-DPL: -0.4936 ns
  – Placed cell count: ~140
  – GP Congestion: between 0.6 and 0.7
  – I/O Buffers: 22
  – Placed Area: 775.7 sq um
  – Final HPWL DP: ~1.3 mm

Global routing
  – First-pass GRT wire length: 2.421 mm
  – Number of global-route vias before repair: 542
  – Number of antenna violations at the first check in global routing: 0
  – Pin count of the biggest net entering global routing: 9
  – Remaining Overflow, GRT: 0
  – All-Layer GR Usage: 4.344%

Logic synthesis
  – Synth Instances: 70
  – Seq/Total Area, Yosys: 0%
  – Synthesis Warnings: 1
  – Synth top cells by count: buf_4 (19), ha_1 (7), nand2b_1 (6), nor2_1 (6)
  – Synth area leader: buf_4
  – Biggest area cells: buf_4 (27%), ha_1 (17%), nand2b_1 (7.2%)
  – Yosys Instances: 70
  – Mapped Area: 521.8 sq um
  – Dominant cell area share: 27.34%
  – Avg Inst Size Synth: approximately 7.5 sq um
  – Yosys stat chip area: 521.8 sq um
  – Distinct cells, synth: 24
  – Synth top cell by count: buf_4

Worst setup path
  – Setup CP Type: input port to output pin
  – CP Capture Type: output pin
  – Crit path max fanout: 7
  – Critical Path RT: 1.76 ns
  – Arrival @ worst endpoint: 1.70 ns
  – Startpoint types: input port

Routing
  – Wire per inst: between 10 and 15 um
  – WL final: ~1.6 mm
  – Ant diodes: 0
  – Vias per cell: 3.486
  – Met3 routed WL: 137 um
  – Drt first pass iters: 4
  – Drc violations: 0
  – Uppermost layer routed: met3
  – M1 WL: roughly 700 um
  – Antenna viol nets, final: 0
  – Met2 routed WL: 733 um
  – DR vias: 516
  – Initial DRC count: 18

Pwr
  – Net Sw Power: between 0.04 and 0.05 mW
  – Combinational fraction of design power: roughly 100%
  – Pwr Total: about 0.094 mW
  – Leakage: between 0.4 and 0.5 nW
  – Pwr per Cell Area: 106.8 nW/um^2
  – Worst vdd ir: 0.03024 mV
  – Switching Share: 50.29%
  – Seq pwr share: 0%
  – Clock power share: 0%
  – Int Power: roughly 0.047 mW

Timing
  – RSZ-0062 raised after global routing: no
  – Final WS setup: 0.06400 ns
  – Fin. max-slew vios: 0
  – Tmin final: approximately 2.1 ns
  – Setup violations, final: 0
  – Final hold violation count: 0
  – Final cycle utilization of the critical path: 97.09%
  – Fmax: roughly 470 MHz
  – Setup TNS Final: 0 ns

Min path
  – Worst hold-check path type: input port to output pin
  – End of the worst hold path: INST[1]
  – Hold Path Origin: Addr[4]
  – Cell depth of the worst hold path: 4

Job
  – Log Warnings: 63
  – Maxcap violations: 0

Floorplan
  – Die area: 6400 sq um
  – Rows: 21
  – FP Core Util: 15.27%
  – IO Pins: 64
  – Die height: about 80 um
  – Die X: about 80 um
  – CORE AREA: 3416 sq um
critical path: stages:
cell and delay (ns):
dlygate4sd2_1 0.24, or4_4 0.62, a211oi_2 0.17, dlygate4sd2_1 0.23
layout make-up:
class	instances	share of cell area, %
multi-input cells	63	57.93
repair buffers	37	34.42
inverters	2	1.133
well taps	46	6.516
worst max path at each step:
stage,startpoint,to,slack (ns),depth (start not counted)
finish,Addr[9],INST[3],0.06,4
CTS,Addr[8],INST[2],-0.02,5
global route,Addr[9],INST[1],0.02,4
cells by family after synthesis:
group | share of synthesized area [%]
other cells | 0.7187
fa+ha+maj | 16.79
buf+inv | 32.61
simple gates | 27.82
compound gates | 20.14
mux | 1.919
power by group through the flow:
| stage | clock [mW] | sequential (mW) | combinational, mW |
|---|---|---|---|
| 4_1_cts | 0 | 0 | 0.0874 |
| 5_1_grt | 0 | 0 | 0.104 |
| 6_report | 0 | 0 | 0.0944 |
cell usage in the layout, fill, tap and decap left out, types with 3 or more instances in the layout:
master and count:
buf_6 5, dlymetal6s2s_1 3, o21a_1 5, conb_1 18, buf_2 3, dlygate4sd2_1 9, clkbuf_2 6, a21oi_2 5
nor2_1 4, ha_1 5, buf_4 10, nand2b_1 4
timing repair:
| action | in CTS | in global routing |
|---|---|---|
| gates resized | 47 | 26 |
| pin swaps | 14 | 3 |
| buffers inserted | 7 | 0 |
| endpoints found under the setup margin | 14 | 9 |
| hold buffers | 0 | 0 |
layer usage:
| layer | vias to the layer above | track usage, % |
|---|---|---|
| met5 | - | 0 |
| met4 | 0 | 0 |
| met3 | 0 | 1.364 |
| met2 | 18 | 7.624 |
| met1 | 235 | 5.350 |
| li1 | 263 | - |
metrics by stage:
step	hold slack [ns]	util, %
finish	1.301	25.86
global route	1.336	25.86
CTS	1.441	25.16
detailed placement	2.001	22.71
global placement	1.987	22.71
floorplan	0.9571	-
Power figures rest on the tool's default switching activity, not on a simulated workload.
