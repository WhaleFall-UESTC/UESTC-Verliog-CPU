`flow/constraint.sdc`:
```
current_design MyInstROM

set clk_period 1.3
set clk_io_pct 0.2

create_clock -name clk0 -period $clk_period

set non_clock_inputs [all_inputs -no_clocks]
set_input_delay [expr $clk_period * $clk_io_pct] -clock clk0 $non_clock_inputs
set_output_delay [expr $clk_period * $clk_io_pct] -clock clk0 [all_outputs]
```
`flow/run.sh`:
```
#!/bin/bash
# OpenROAD 26Q1-2900-gdf79404cd8, Yosys 0.63+post, stock flow scripts
make -C /OpenROAD-flow-scripts/flow DESIGN_CONFIG=/design/flow/config.mk WORK_HOME=/design/flow/orfs finish
```
`flow/design.v`:
```
module MyInstROM(Addr, INST);
    input [31:0] Addr;        
    output [31:0] INST;       
    reg [31:0] InstROM [255:0];  
    assign INST = InstROM[Addr[9:2]];
    parameter [5:0] OP_R_type = 6'b000000;
    parameter [5:0] OP_addiu = 6'b001001;
    parameter [5:0] OP_lw = 6'b100011;
    parameter [5:0] OP_sw = 6'b101011;
    parameter [5:0] OP_beq = 6'b000100;
    parameter [5:0] OP_jump = 6'b000010;
    parameter [4:0] shamt = 5'b00000;
    parameter [5:0] FUNC_add = 6'b100000;
    parameter [5:0] FUNC_sub = 6'b100010;
    parameter [5:0] FUNC_and = 6'b100100;
    parameter [5:0] FUNC_or = 6'b100101;
    parameter [5:0] FUNC_xor = 6'b100110;
    integer i;
    initial begin
        for(i = 0; i < 256; i = i + 1)
            InstROM[i] = 32'h00000000;
        InstROM[8'h01] = {OP_addiu, 5'b00001, 5'b00001, 16'h0004};  
        InstROM[8'h02] = {OP_addiu, 5'b00011, 5'b00001, 16'h0004};  
        InstROM[8'h03] = {OP_R_type, 5'b00001, 5'b00010, 5'b00011, shamt, FUNC_add};  
        InstROM[8'h04] = {OP_R_type, 5'b00010, 5'b00001, 5'b00011, shamt, FUNC_sub};  
        InstROM[8'h05] = {OP_R_type, 5'b00011, 5'b00001, 5'b00001, shamt, FUNC_and};  
    end
endmodule
```
`flow/config.mk`:
```
export PLATFORM = sky130hd
export DESIGN_NAME = MyInstROM
export DESIGN_NICKNAME = MyInstROM
export VERILOG_FILES = /design/flow/design.v
export SDC_FILE = /design/flow/constraint.sdc
export NUM_CORES = 4
export LEC_CHECK = 1
export CORE_AREA = 10 10 70 70
export DIE_AREA = 0 0 80 80
export SYNTH_MEMORY_MAX_BITS = 65536
```
==> flow_summary.ini <==
; generated from flow reports
[placement]
port-buffer-count = 19
detailed_place.area_um2 = 572
pre_cts_ws_ps = -1090
place_hpwl_mm = 1.06
place.gp.congestion = 0.785
placedCellCount = 117

[floorplan]
die_height_um = 80
coreArea_um2 = 3420
num_io_pins = 64
floorplan.die.width_um = 80
die-area_um2 = 6400
rows = 21
fp_util_pct = 11.2

[run_status]
failing_checks = setup timing
run_status = finished with violations

[finish]
final_cell_count_no_fill = 125
areaGrowthSynthToFinish_pct = 73.0
footprint_of_the_flip_flops_and_latches_um2 = 0
n_sequential_cell = 0
layout.cell_area.non_filler_um2 = 664
share_of_post_route_cells_with_drive_strength_above_1_pct = 51.9
num-clock-buffers = 0
final_core_utilization_pct = 19.5

[worst_setup_path]
critical_path_required_ps = 1040
cp_cell_sequence = buf_6 > or4_4 > buf_6 > nor4b_4 > buf_2
crit_path_end_kind = primary output
worst_ep_arrival_time_ps = 1440
start_kind = input port
timing.critical_path.mode_cell = sky130_fd_sc_hd__buf_6
max_stage_delay_ps = 590
setup.worst_path.class = in2out
timing.critical_path.from = Addr[9]
crit_fanout = 7
crit_slowest_cell = sky130_fd_sc_hd__or4_4
crit_end = INST[29]

[sta]
final_worst_path_cycle_share_pct = 131
final_tns_setup_ps = -3860
slew_violations = 0
rsz0062_at_grt = true
layout_min_cycle_time_ps = 1700
fin_worst_hold_slack_ps = 897
post-route-worst-setup-slack_ps = -400
achievable-frequency_mhz = 588
timing_hold_violations_final = 0
final_setup_viols = 11

[yosys]
ys_cells = 50
netlist_area_um2 = 384
ys_area_um2 = 384
cell_type_with_the_largest_total_area_after_synthesis = sky130_fd_sc_hd__buf_4
cells_after_synth = 50
synth.avg_cell_area_um2 = 7.68
top_cell_area_share_pct = 45.0
synth.top_cells.by_area = sky130_fd_sc_hd__buf_4 (45%), sky130_fd_sc_hd__ha_1 (13%), sky130_fd_sc_hd__nor3_1 (6.5%)
synthesis.yosys.warnings = 1
synth_unique_cells = 16
yosysSeqAreaShare_pct = 0

[route]
drt_first_pass_iters = 2
dr.first_iter.drc_count = 20
postRouteAntennaNets = 0
antenna-diode-count = 0
num_vias = 370
avgRoutedWirePerCell_um = 10.2
route.detailed.vias_per_inst = 2.96
wirelength_mm = 1.28
remaining_drc_errors = 0

[global_route]
antenna_found_initial = 0
grt_start_max_net_pins = 8
overall_global_routing_usage_pct = 3.86
grt_first_pass_wirelength_mm = 2.07
grt_pass1_vias = 411
grt_overflow_total = 0

[power]
pleak_nw = 0.343
power.density_nw_per_um2 = 175
total_power_mw = 0.116
power.ir.vdd_worst_v = 0.0000401

[min_path]
holdCritPathClass = in2out

[job]
drv_cap = 0
tool_warnings = 62
Yosys cell counts:
| cell type | number |
|---|---|
| sky130_fd_sc_hd__buf_4 | 23 |
| sky130_fd_sc_hd__nor3_1 | 5 |
| sky130_fd_sc_hd__ha_1 | 4 |
| sky130_fd_sc_hd__nand2b_1 | 3 |
| sky130_fd_sc_hd__a211oi_1 | 2 |
| sky130_fd_sc_hd__inv_1 | 2 |
| sky130_fd_sc_hd__nor2_1 | 2 |
| sky130_fd_sc_hd__a211oi_2 | 1 |
| sky130_fd_sc_hd__a21o_1 | 1 |
| sky130_fd_sc_hd__buf_6 | 1 |
| sky130_fd_sc_hd__clkbuf_1 | 1 |
| sky130_fd_sc_hd__conb_1 | 1 |
| sky130_fd_sc_hd__mux2i_1 | 1 |
| sky130_fd_sc_hd__nand2_1 | 1 |
| sky130_fd_sc_hd__nor4b_4 | 1 |
| sky130_fd_sc_hd__or4_4 | 1 |
worst max-delay path: cells and delay by family:
family        cells  cell delay [ps]
simple gates      2              800
buf+inv           3              380
logic make-up after synthesis:
group	count (synthesis)	synth area share, %
AND/OR/NAND/NOR	13	23.5
AND-OR/OR-AND	4	9.12
other	1	0.976
buffers and inverters	27	50.8
multiplexers	1	2.61
adder cells (fa/ha/maj)	4	13.0
metal layers:
| metal | wire (µm) | GRT usage (%) | vias to the layer above | part of all wire, % |
|---|---|---|---|---|
| met1 | 600 | 5.55 | 170 | 47 |
| met5 | 0 | 0 | - | 0 |
| met2 | 550 | 5.86 | 22 | 43 |
| met3 | 128 | 1.14 | 0 | 10 |
| li1 | - | - | 178 | - |
| met4 | 0 | 0 | 0 | 0 |
where the power goes:
| group | internal [mW] | total, mW | switching [mW] |
|---|---|---|---|
| clock network | 0 | 0 | 0 |
| registers | 0 | 0 | 0 |
| logic | 0.0615 | 0.116 | 0.0550 |
placed cells by master, fill, tap and decap left out, types with 2 or more instances in the layout:
cell type and n:
sky130_fd_sc_hd__nand2b_1 3, sky130_fd_sc_hd__a211oi_2 3, sky130_fd_sc_hd__clkbuf_2 2, sky130_fd_sc_hd__clkdlybuf4s15_1 2, sky130_fd_sc_hd__inv_1 2, sky130_fd_sc_hd__buf_2 9, sky130_fd_sc_hd__buf_4 10, sky130_fd_sc_hd__buf_6 7
sky130_fd_sc_hd__nor3_4 3, sky130_fd_sc_hd__ha_1 3, sky130_fd_sc_hd__dlygate4sd2_1 3, sky130_fd_sc_hd__nor3_2 2, sky130_fd_sc_hd__conb_1 21
layout make-up:
cell class / instances / area [µm²]
Fill cell: 389 / 2750
Multi-Input combinational cell: 43 / 333
Timing Repair Buffer: 34 / 267
Tap cell: 46 / 57.6
Inverter: 2 / 7.51
worst min path at each step:
stage | startpoint | endpoint | cells after the start
final | Addr[6] | INST[16] | 4
after global routing | Addr[9] | INST[16] | 4
after CTS | Addr[6] | INST[16] | 4
repair_timing:
action | CTS | global route
hold endpoints to repair | 0 | 0
setup buffers | 7 | 1
pin swaps | 10 | 6
resized | 59 | 9
hold buffers | 0 | 0
endpoints found under the setup margin | 11 | 11
Power figures rest on the tool's default switching activity, not on a simulated workload.
