**/design/flow/design.v**
```verilog
`timescale 1ns / 1ps
module HwInstROM(Addr, INST
    );
	input [31:0] Addr;		 
	output [31:0] INST;		 
	reg [31:0] InstROM [255:0];		 
   assign INST = InstROM[Addr[9:2]];
	parameter [5:0] OP_R_type = 6'b000000;
	parameter [5:0] OP_ori = 6'b001101;
	parameter [5:0] OP_addiu = 6'b001001;
	parameter [5:0] OP_lw = 6'b100011;
	parameter [5:0] OP_sw = 6'b101011;
	parameter [5:0] OP_beq = 6'b000100;
	parameter [5:0] OP_jump = 6'b000010;
	parameter [4:0] shamt = 5'b00000;
	parameter [5:0] FUNC_add = 6'b100000;
	parameter [5:0] FUNC_sub = 6'b100010;
	parameter [5:0] FUNC_subu = 6'b100011;
	parameter [5:0] FUNC_slt = 6'b101010;
	parameter [5:0] FUNC_sltu = 6'b101011;
	integer i;
	initial 
	  begin
	    for(i = 0; i < 256; i = i + 1)
		  InstROM[i] = 32'h00000000;
          InstROM[8'h01] = {OP_R_type, 5'b00010, 5'b00011, 5'b00001, shamt, FUNC_add};
          InstROM[8'h02] = {OP_R_type, 5'b00001, 5'b00011, 5'b00100, shamt, FUNC_sub};
          InstROM[8'h03] = {OP_R_type, 5'b00001, 5'b01001, 5'b01000, shamt, FUNC_subu};
          InstROM[8'h04] = {OP_ori, 5'b00001, 5'b00110, 16'h800a};
          InstROM[8'h05] = {OP_R_type, 5'b00001, 5'b00101, 5'b00011, shamt, FUNC_slt};
	  end
endmodule
```
**/design/flow/run.sh**
```bash
#!/bin/bash
# OpenROAD 26Q1-2900-gdf79404cd8, Yosys 0.63+post, stock flow scripts
make -C /OpenROAD-flow-scripts/flow DESIGN_CONFIG=/design/flow/config.mk WORK_HOME=/design/flow/orfs finish
```
**/design/flow/config.mk**
```make
export PLATFORM = sky130hd
export DESIGN_NAME = HwInstROM
export DESIGN_NICKNAME = HwInstROM
export VERILOG_FILES = /design/flow/design.v
export SDC_FILE = /design/flow/constraint.sdc
export NUM_CORES = 4
export LEC_CHECK = 1
export CORE_AREA = 10 10 70 70
export DIE_AREA = 0 0 80 80
export SYNTH_MEMORY_MAX_BITS = 65536
```
**/design/flow/constraint.sdc**
```tcl
current_design HwInstROM

set clk_period 2.0
set clk_io_pct 0.2

create_clock -name clk0 -period $clk_period

set non_clock_inputs [all_inputs -no_clocks]
set_input_delay [expr $clk_period * $clk_io_pct] -clock clk0 $non_clock_inputs
set_output_delay [expr $clk_period * $clk_io_pct] -clock clk0 [all_outputs]
```
==> run notes <==
The final timing report derives a shortest allowable period of 2.07 ns. In the setup report, the worst path falls into the class input pin to output pin. For the number of antenna violations at the first check in global routing, the log shows 0.

The via count of the first global-routing pass is 411, and the area of the core is 3420 um^2. Per the final report, max-transition violations number 0. For reference, simple AND, OR, NAND and NOR cells occupy 32.6% of the area reported after synthesis. The final layout report lists a clock buffer count of 0.

Per the run report, area growth between synthesis and finish was 78.7%. Per the layout area report, the combinational gate area comes to 307 um^2. The worst setup path is captured at an output pin. In the Yosys report the total cell count is 48.

After layout, the worst path uses 103% of the clock period. HPWL after detailed placement: 1080 um. The instance area at placement was 673 um^2; the net switching power was 0.0314 mW. Main logic family after synthesis: buffers and inverters. STA classifies the critical path startpoint as an input pin.

The critical-path maximum fanout came out at 8. Cell repeated most along the worst path: sky130_fd_sc_hd__buf_6. Dividing total power by cell area gives a power density of 99.0 nW/um^2. STA reports the tightest min-delay check as being of type input pin to output pin. Initial core utilization: 11.7%.

The tool flagged a number of max-cap violations equal to 0. The leakage component of the power was reported as 0.380 nW. In this run, the synthesized area fraction spent on AND-OR/OR-AND gates is recorded as 3.76%. The logs give 0 for the hold buffer count at CTS and 0.0392 mW for the total internal power.

The tools report the number of nets with antenna violations after routing as 0. The maximum number of pins on one net before global-route repair is 11. Per the timing report, the achievable frequency comes out to 0.484 GHz. Per the synthesis report, the adder-cell share of the synthesized area is 15.7%.

The tools report the Yosys warning count as 1. With the largest vdd supply drop at 0.0336 mV, the number of DRC markers in iteration 0 is 10. The floorplan has 21 rows. The number of I/O pins was 64.

The layout report lists the combined flip-flop and latch area as 0 um^2. For this block, the via count after detailed routing is 375. The most common cell after layout, fill and taps aside is sky130_fd_sc_hd__conb_1. The run finished, with violations left. The final layout reports a setup TNS of -0.386 ns. Post-synth design cell area: 399 um^2. Before antenna repair, the detailed router went through 2 iterations.

Synthesis instantiated 14 different standard cells from the library. The flop count was 0. The run gives 1880 um for the wire length of the first global-routing pass. The repair_antennas step left the layout with diodes totalling 0. Setup repair after global routing could not meet its margin everywhere. With the part of the Yosys area used for sequential elements at 0%, the number of buffer cells added on primary ports is 26.

The largest single stage delay on the critical path is 0.63 ns. The overall die size recorded for this design is 6400 um^2. For reference, the final report shows the hold violation count at 0. For the global-route usage over all layers, the log shows 3.47%.

The tally of filler cells in the layout was 384; the synthesis area per yosys was 399 um^2. The final estimated routing congestion in global placement came out at 0.749. Overflow left after global routing: 0. The tools report the cell count after synthesis as 48.

Setup violations remaining at the end of the flow were counted as 10. Warnings raised by the tools during the run amount to 61. Fraction of power spent switching nets: 44.5%.

Per the cell usage report, the commonest logic cells after layout are 14 x sky130_fd_sc_hd__conb_1, 12 x sky130_fd_sc_hd__buf_2, 12 x sky130_fd_sc_hd__buf_6, 8 x sky130_fd_sc_hd__buf_4. The share of total power dissipated in sequential elements is 0%. The routed design has 1280 um of wire. In the final layout, the share of cells above drive strength 1 is 53.8%.

The run gives -0.0661 ns for the worst setup margin. The average instance in the mapped netlist occupies 8.32 um^2. In the synthesized netlist, mux cells make up 0% of the area.

Worst slack after detailed placement: -0.724 ns. Cell with the largest stage delay on the worst path: sky130_fd_sc_hd__or4_4. The detailed-route vias per instance is 3.02, and the total power consumption of the routed design is 0.0706 mW.

At the worst endpoint, the arrival time is 1.67 ns. The routed layout reports a DRC error count of 0. In the final routed layout, each cell accounts on average for 10.3 um. The share of power burned in combinational logic is 100.0%. The clock power share was 0%. The most critical hold endpoint after final layout shows a slack of 1.22 ns. The xor-xnor portion of the synthesized cell area was 0%. The horizontal die dimension was 80 um. Walking the worst path, the cells encountered are buf_6 -> or4_4 -> buf_6 -> nor3_2 -> buf_4 -> buf_6 -> buf_6. The checks that failed: negative setup slack.

The logs give 1.60 ns for the data required time of the worst path and 713 um^2 for the final design area excluding fillers. In this run the vertical extent of the chip is 80 um.
critical path: cells and delay by family:
family	cells	cell delay (ns)
buffers and inverters	5	0.56
AND/OR/NAND/NOR	2	0.71
per-layer routing:
layer  wire length (um)  GRT usage [%]
met5                  0              0
met4                  0              0
met3                192           1.70
met2                590           5.78
met1                495           4.16
synthesized netlist by cell type (all sizes together):
library cell | count | area [um^2]
conb | 1 | 3.75
nand2 | 2 | 7.51
nor3b | 2 | 15.0
clkbuf | 1 | 3.75
or4 | 1 | 11.3
nor4b | 3 | 62.6
buf | 23 | 176
a211oi | 2 | 15.0
nand2b | 3 | 18.8
inv | 2 | 7.51
nor3 | 3 | 15.0
ha | 5 | 62.6
cell type report:
| class | instances | area share [%] |
|---|---|---|
| inverter | 2 | 1.05 |
| tap | 46 | 8.07 |
| timing repair buffer | 41 | 47.9 |
| multi-input combinational | 35 | 43.0 |
power by group through the flow:
| stage | logic, mW | clock network (mW) | registers (mW) |
|---|---|---|---|
| final | 0.0706 | 0 | 0 |
| after global routing | 0.0776 | 0 | 0 |
| after CTS | 0.0699 | 0 | 0 |
metrics by stage:
stage | cells | util [%]
after global routing | 124 | 20.9
final | 124 | 20.9
after floorplan | 61 | -
after detailed placement | 119 | 19.7
after global placement | 119 | 19.7
after CTS | 124 | 20.5
worst paths after layout:
check             slack (ns)  depth (start not counted)  startpoint       end
hold / removal          1.22                          4     Addr[4]   INST[0]
setup / recovery       -0.07                          7     Addr[7]  INST[15]
kinds of logic after synthesis:
logic type	Yosys count
fa+ha+maj	5
simple gates	14
other cells	1
compound gates	2
buf+inv	26
what timing repair did:
action                     4_1_cts  5_1_grt
pin swaps                        8        6
buffers inserted                 6        0
setup endpoints to repair       18       17
gates resized                   80        3
Power figures rest on the tool's default switching activity, not on a simulated workload.
